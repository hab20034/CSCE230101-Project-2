==> flow/design.v <==
module PosEdgeDetector(
    input clk, reset, x,
    output z
);
reg [1:0] state, nextState;
parameter [1:0] A = 2'b00, B = 2'b01, C = 2'b10;
always @(*) begin 
    case (state) 
        A: nextState = (x == 0) ? A : B;
        B: nextState = (x == 0) ? A : C;
        C: nextState = (x == 0) ? A : C;
        default: nextState = A;
    endcase
end
always @(posedge clk or posedge reset) begin
    if (reset)
        state <= A;
    else
        state <= nextState;
end
assign z = (state == C);
endmodule
`timescale 1ns / 1ps
module Push_button(
    input button, clk, reset,
    output z
);
wire async_z, sync_z, Divided;
debouncer deb (.clk(clk), .in(button), .out(async_z), .rst(reset));
synchronizer sync (.Clk(clk), .SIG(async_z), .SIG1(sync_z));
PosEdgeDetector detector (.clk(clk), .reset(reset ), .x(sync_z), .z(z));
endmodule
module debouncer(
    input clk, rst, in,
    output out
);
reg q1, q2, q3;
always @(posedge clk or posedge rst) begin
    if (rst) begin
        q1 <= 0;
        q2 <= 0;
        q3 <= 0;
    end else begin
        q1 <= in;
        q2 <= q1;
        q3 <= q2;
    end
end
assign out = (rst) ? 0 : q1 & q2 & q3;
endmodule
module synchronizer (
    input Clk,
    input SIG,
    output SIG1
);
reg meta;
reg sig1_reg;
always @(posedge Clk) begin
    meta <= SIG;
    sig1_reg <= meta;
end
assign SIG1 = sig1_reg;
endmodule
==> flow/run.sh <==
#!/bin/bash
# OpenROAD 26Q1-2900-gdf79404cd8, Yosys 0.63+post, stock flow scripts
make -C /OpenROAD-flow-scripts/flow DESIGN_CONFIG=/design/flow/config.mk WORK_HOME=/design/flow/orfs finish
==> flow/config.mk <==
export PLATFORM = sky130hd
export DESIGN_NAME = Push_button
export DESIGN_NICKNAME = Push_button
export VERILOG_FILES = /design/flow/design.v
export SDC_FILE = /design/flow/constraint.sdc
export NUM_CORES = 4
export LEC_CHECK = 1
export CORE_AREA = 10 10 70 70
export DIE_AREA = 0 0 80 80
==> flow/constraint.sdc <==
current_design Push_button

set clk_period 1.0
set clk_io_pct 0.2

create_clock -name clk0 -period $clk_period [get_ports {clk}]

set non_clock_inputs [all_inputs -no_clocks]
set_input_delay [expr $clk_period * $clk_io_pct] -clock clk0 $non_clock_inputs
set_output_delay [expr $clk_period * $clk_io_pct] -clock clk0 [all_outputs]
==> out/qor.yml <==
status: "finished clean"
timing.rr.end: "detector.state[2]$_DFF_PP0_"
power.density_nw_per_um2: 1830
combPwrFrac: 0.025
drc: 0
dp_cells: 62
ant_nets: 0
cts.clk_slew.worst_paths_ns: 0.05
worstSetupPathType: "flip-flop to output pin"
final.fill_count: 402
p_seq_frac: 0.559
dp_slack_ns: -0.0210
cap_viol_max_count: 0
cts_tree: "done"
worstMarginPinSlew_ns: 0.212
reg2reg_depth: 1
antenna_cells: 0
rows: 21
cp_top_family: "flip-flops"
fmax_mhz: 1070
yosys_warnings: 3
core_um2: 3420
fp_util: 0.0652
die_area_um2: 6400
rsz0062_at_grt: "no"
crit_arrival_ns: 0.73
syn-mean-instance-area_um2: 17.1
lay_top_count: "dfrtp_1"
fin_crit_sh: 0.933
ys_cells: 13
crit_path_end_kind: "output pin"
hold_violations: 0
slew_headroom: 0.858
ys_types: 7
layout_setup_ws_ns: 0.0666
top_register: "detector.state"
cts_setup_buffers: 0
cts-root-buf: "clkbuf_4"
wl_per_cell_um: 4.71
grt_max_degree: 7
synth_area_um2: 223
cts_hold_buf: 0
routed-via-count: 113
syn-instance-count: 13
grt_pass1_wl_um: 552
wl_um: 311
grt.overflow.total: 0
antenna_found_initial: 0
finalSetupViolations: 0
cp_max_fo: 2
largest_reg_flops: 3
skew_ns: 0.00345
clk_latency_ns: 0.25
grt_pass1_vias: 127
port_buffers: 3
r2r-start: "detector.state[0]$_DFF_PP1_"
hold_ws_ns: 0.178
p_sw_frac: 0.182
grtUsageTotal: 0.0121
r2r_slack_ns: 0.32
fin_tns_setup_ns: 0
drive_gt1_frac: 0.250
first_iter_violations: 0
via_per_inst: 1.71
die_w_um: 80
die_h_um: 80
fin_util: 0.0971
areaGrowthSynthToFinish_pct: 48.9
critical_path_buf_inv_count: 1
cts_max_path_buffers: 2
warnings: 25
drv_slew: 0
slowest_stage: "dfrtp_1"
min_period_ns: 0.933
place_congestion: 0.655
p_switching_uw: 110
clock-sinks: 8
cts-buffers-inserted: 3
synth_seq_share: 0.860
firstDrtPassIters: 1
start_kind: "flip-flop"
lay_top_cells: "dfrtp_1, clkbuf_4, inv_1, clkdlybuf4s50_1, dfxtp_1"
stdcell_count: 66
intPower_uw: 495
crit_chain: "buf_2"
max_stage_delay_ns: 0.36
leakage_nw: 0.135
ys.flops: 8
ir_worst_vdd_mv: 0.927
synth_chip_area_um2: 223
ctsHtreeMaxLevel: 1
ios: 4
hold_path.class: "primary input to asynchronous set/reset pin"
required_ns: 0.80
p_clk_frac: 0.416
[per-stage QoR]
stage	power [mW]	area, um2
global placement	0.358	310
detailed placement	0.359	310
floorplan	0.348	223
global route	0.658	332
finish	0.605	332
CTS	0.621	332
[area by class of cell]
cell class / count / area, um2 / area share
tap: 46 / 57.6 / 0.174
timing repair buffer: 3 / 25.0 / 0.0755
inverter: 2 / 7.51 / 0.0226
sequential: 8 / 191 / 0.577
multi-input combinational: 3 / 23.8 / 0.0717
clock buffer: 4 / 26.3 / 0.0792
[logic make-up after synthesis]
family                 share of synthesized area
AOI/OAI and AO/OA                         0.0337
DFF                                        0.860
buffers and inverters                     0.0337
and+or+nand+nor                           0.0731
[timing repair]
action                                  4_1_cts  5_1_grt
gates resized                                 4        0
endpoints found under the setup margin        1        0
hold endpoints to repair                      0        0
[synth_stat cells]
| library cell | number | share of area |
|---|---|---|
| and2_1 | 1 | 0.028 |
| and4b_1 | 1 | 0.045 |
| dfrtp_1 | 5 | 0.56 |
| dfstp_2 | 1 | 0.12 |
| dfxtp_1 | 2 | 0.18 |
| inv_1 | 2 | 0.034 |
| o21a_1 | 1 | 0.034 |
[power groups by stage]
stage     registers, mW  clock network [mW]  logic (mW)
4_1_cts           0.338               0.267      0.0153
6_report          0.338               0.252      0.0149
5_1_grt           0.339               0.302      0.0167
[per-layer routing]
layer | up-vias | routed length [um] | global-route usage
li1 | 53 | - | -
met1 | 53 | 145 | 0.0134
met2 | 7 | 104 | 0.0120
met3 | 0 | 60 | 0.0170
met4 | 0 | 0 | 0.00352
met5 | - | 0 | 0
[worst max-delay path by stage]
stage         cells past startpoint  end  slack (ns)                   startpoint
CTS                               1    z        0.05  detector.state[1]$_DFF_PP0_
global route                      1    z        0.02  detector.state[1]$_DFF_PP0_
finish                            1    z        0.07  detector.state[1]$_DFF_PP0_
Power is estimated from default activity; no workload was simulated.
