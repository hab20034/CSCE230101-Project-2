File: run.sh
#!/bin/bash
# OpenROAD 26Q1-2900-gdf79404cd8, Yosys 0.63+post, stock flow scripts
make -C /OpenROAD-flow-scripts/flow DESIGN_CONFIG=/design/flow/config.mk WORK_HOME=/design/flow/orfs finish
File: config.mk
export PLATFORM = sky130hd
export DESIGN_NAME = graphics_Gen
export DESIGN_NICKNAME = graphics_Gen
export VERILOG_FILES = /design/flow/design.v
export SDC_FILE = /design/flow/constraint.sdc
export NUM_CORES = 4
export LEC_CHECK = 1
export CORE_UTILIZATION = 40
File: constraint.sdc
current_design graphics_Gen

set clk_period 4.7
set clk_io_pct 0.2

create_clock -name clk0 -period $clk_period [get_ports {clk}]

set non_clock_inputs [all_inputs -no_clocks]
set_input_delay [expr $clk_period * $clk_io_pct] -clock clk0 $non_clock_inputs
set_output_delay [expr $clk_period * $clk_io_pct] -clock clk0 [all_outputs]
File: design.v
`timescale 1ns / 1ps
module graphics_Gen(
    input clk,  
    input reset,    
    input up1,
    input down1,
    input up2,
    input down2,
    input video_on,
    input [9:0] x,
    input [9:0] y,
    input [1:0] state,
    output reg [11:0] rgb,
    output reg [3:0] score1, score2,
    output border,pad1On, pad2On, ballOn,
    output p_pixel, o_pixel, n_pixel, g_pixel,
    output reg [1:0] winner
    );
    parameter X_MAX = 639;
    parameter Y_MAX = 479;
    wire refreshTick;
    assign refreshTick = ((y == 481) && (x == 0)) ? 1 : 0;  
    localparam BORDER_THICKNESS = 5;
    assign border = (x < BORDER_THICKNESS || x >= 640 - BORDER_THICKNESS || y < BORDER_THICKNESS || y >= 480 - BORDER_THICKNESS);
    wire o_left, o_top, o_right, o_bottom;
    wire n_left, n_top, n_right;
    wire G_left, G_top, G_bottom, G_right, G_mid;
    assign p_pixel = (
        (x >= 280 && x < 284 && y >= 200 && y < 280) || 
        (x >= 284 && x < 296 && y >= 200 && y < 204) || 
        (x >= 296 && x < 300 && y >= 200 && y < 244) || 
        (x >= 284 && x < 296 && y >= 240 && y < 244)
    );
        assign o_left = (x >= 305 && x < 309 && y >= 200 && y < 280);
        assign o_top = (x >= 309 && x < 329 && y >= 200 && y < 204);
        assign o_right = (x >= 325 && x < 329 && y >= 200 && y < 280);
        assign o_bottom = (x >= 309 && x < 329 && y >= 276 && y < 280);
        assign n_left = (x >= 334 && x < 338 && y >= 200 && y < 280);
        assign n_top = (x >= 334 && x < 354 && y >= 200 && y < 204);
        assign n_right = (x >= 350 && x < 354 && y >= 200 && y < 280);
        assign G_left = (x >= 360 && x < 364 && y >= 200 && y < 280);
        assign G_top =  (x >= 364 && x < 380 && y >= 200 && y < 204);
        assign G_bottom = (x >= 364 && x < 380 && y >= 276 && y < 280);
        assign G_mid = (x >= 372 && x < 380 && y >= 240 && y < 244);
        assign G_right = (x >= 376 && x < 380 && y >= 244 && y < 280);
        assign n_pixel = n_left || n_top || n_right;
        assign o_pixel = o_left || o_top || o_right || o_bottom;
        assign g_pixel = G_left || G_top || G_bottom || G_mid || G_right;
        parameter X_PAD1_L = 40;
        parameter X_PAD1_R = 43;
        parameter X_PAD2_L = 600;
        parameter X_PAD2_R = 603;
        wire [9:0] y_pad1_t, y_pad1_b, y_pad2_t, y_pad2_b;
        parameter padHeight = 90;   
        reg [9:0] y_pad1_reg, y_pad1_next, y_pad2_reg, y_pad2_next;
        parameter padVelocity = 2;   
        parameter ballSize = 8;
        wire [9:0] xBallL, xBallR;
        wire [9:0] yBallT, yBallB;
        reg [9:0] yBallReg, xBallReg;
        wire [9:0] yBallNext, xBallNext;
        reg [9:0] xDeltaReg, xDeltaNext;
        reg [9:0] yDeltaReg, yDeltaNext;
        parameter ballVelocityPositive = 1;
        parameter ballVelocityNegative = -1;
        wire [2:0] romAddr, romCol;    
        reg [7:0] romData;  
        wire romBit;  
        parameter BALL_CENTER_X = 320;
        parameter BALL_CENTER_Y = 240;
        always @(posedge clk or posedge reset)
            if(reset) begin
                y_pad1_reg <= 0;
                y_pad2_reg <= 0;
                xBallReg <= BALL_CENTER_X;
                yBallReg <= BALL_CENTER_Y;
                xDeltaReg <= 10'h002;
                yDeltaReg <= 10'h002;
            end
            else begin
                y_pad1_reg <= y_pad1_next;
                y_pad2_reg <= y_pad2_next;
                xBallReg <= xBallNext;
                yBallReg <= yBallNext;
                xDeltaReg <= xDeltaNext;
                yDeltaReg <= yDeltaNext;
            end
 reg score_update_flag;
 always @(posedge clk or posedge reset) begin
    if (reset) begin
        score1 <= 0;
        score2 <= 0;
        score_update_flag <= 0;
        winner <= 2'b00;   
    end else begin
        if (score1 < 10 && score2 < 10) begin
            winner <= 2'b00;  
        end
        if (xBallL <= BORDER_THICKNESS && !score_update_flag) begin
            score2 <= score2 + 1;
            score_update_flag <= 1;   
        end else if (xBallR >= 640 - BORDER_THICKNESS && !score_update_flag) begin
            score1 <= score1 + 1;
            score_update_flag <= 1;   
        end else if (xBallL > BORDER_THICKNESS && xBallR < 640 - BORDER_THICKNESS) begin
            score_update_flag <= 0;   
        end
        if (score1 >= 10) begin
            winner <= 2'b01;   
            score1 =0;
        end else if (score2 >= 10) begin
            winner <= 2'b10;   
            score2 = 0;
        end
    end
end
always @*
 case(romAddr)
 3'b000 :    romData = 8'b00111100;
 3'b001 :    romData = 8'b01111110;
 3'b010 :    romData = 8'b11111111;
3'b011 :    romData = 8'b11111111;
3'b100 :    romData = 8'b11111111;
3'b101 :    romData = 8'b11111111;
 3'b110 :    romData = 8'b01111110;
3'b111 :    romData = 8'b00111100; 
 endcase
        wire sq_ballOn;
        assign y_pad1_t =y_pad1_reg;
        assign y_pad2_t = y_pad2_reg;  
        assign y_pad1_b = y_pad1_t + padHeight - 1;  
        assign y_pad2_b = y_pad2_t + padHeight - 1;  
        assign pad1On =  (state==2'b01)?((X_PAD1_L <= x) && (x <= X_PAD1_R) && (y_pad1_t <= y) && (y <= y_pad1_b)):((0 <= x) && (x <= 0) && (0 <= y) && (y <= 0));   
        assign pad2On = (state==2'b01)?((X_PAD2_L <= x) && (x <= X_PAD2_R) && (y_pad2_t <= y) && (y <= y_pad2_b)):((0 <= x) && (x <= 0) && (0 <= y) && (y <= 0));
        always @* begin
            y_pad1_next = y_pad1_reg;
            y_pad2_next = y_pad2_reg;       
            if(refreshTick) begin
                if(up1 & (y_pad1_t > padVelocity))
                    y_pad1_next = y_pad1_reg - padVelocity;   
                else if(down1 & (y_pad1_b < (Y_MAX - padVelocity)))
                    y_pad1_next = y_pad1_reg + padVelocity;   
                if(up2 & (y_pad2_t > padVelocity))
                    y_pad2_next = y_pad2_reg - padVelocity;   
                else if(down2 & (y_pad2_b < (Y_MAX - padVelocity)))
                    y_pad2_next = y_pad2_reg + padVelocity;   
            end
        end
        assign xBallL = xBallReg;
        assign yBallT = yBallReg;
        assign xBallR = xBallL + ballSize - 1;
        assign yBallB = yBallT + ballSize - 1;
        assign sq_ballOn = (state==2'b01)?((xBallL <= x) && (x <= xBallR) && (yBallT <= y) && (y <= yBallB)):((0 <= x) && (x <= 0) && (0 <= y) && (y <= 0));
        assign romAddr = y[2:0] - yBallT[2:0];    
        assign romCol = x[2:0] - xBallL[2:0];     
        assign romBit = romData[romCol];          
        assign ballOn = sq_ballOn & romBit;       
assign xBallNext = (state == 2'b01 && score1 < 10 && score2 < 10 && refreshTick) ? xBallReg + xDeltaReg : xBallReg;
assign yBallNext = (state == 2'b01 && score1 < 10 && score2 < 10 && refreshTick) ? yBallReg + yDeltaReg : yBallReg;
        always @* begin
            xDeltaNext = xDeltaReg;
            yDeltaNext = yDeltaReg;
            if (state == 2'b01 && score1 < 10 && score2 < 10) begin
                    if (yBallT < 1)  
                        yDeltaNext = ballVelocityPositive;  
                    else if (yBallB > Y_MAX)  
                        yDeltaNext = ballVelocityNegative;  
                    else if (xBallL <= BORDER_THICKNESS)  
                        xDeltaNext = ballVelocityPositive;  
                    else if (xBallR >= 640 - BORDER_THICKNESS)  
                        xDeltaNext = ballVelocityNegative;  
                    else if ((X_PAD1_L <= xBallR) && (xBallR <= X_PAD1_R) && 
                             (y_pad1_t <= yBallB) && (yBallT <= y_pad1_b))  
                        xDeltaNext = ballVelocityPositive;  
                    else if ((X_PAD2_L <= xBallR) && (xBallR <= X_PAD2_R) && 
                             (y_pad2_t <= yBallB) && (yBallT <= y_pad2_b))  
                        xDeltaNext = ballVelocityNegative;  
                end
            end
    always @* begin
       if (~video_on)
           rgb = 12'h000;  
       else if (border)
           rgb = 12'hFF0;  
       else if(pad1On)
           rgb = 12'h6A2;  
       else if(pad2On)
           rgb = 12'hA5C;  
       else if(ballOn)
           rgb = 12'hF0F;   
       else if (p_pixel || o_pixel || n_pixel || g_pixel)
           rgb = 12'hFFF;  
   end
endmodule
==> flow_summary.toml <==
# yosys + openroad results
[run_status]
outcome = "finished, final reports clean"

[synthesis]
top_area_cell = "ha_1"
synthMostInstantiatedCell = "ha_1"
synthArstFlopShare = 0.830
synthFlopType = "dfrtp_1"
ys.warnings.count = 1
synth_flops = 53
edf_count = 0
syn_area_per_cell_sq_um = 8.27
syn_inst = 865
synthTopCellsByArea = "ha_1, dfrtp_1, xnor2_1, o21ai_0, xor2_1"
synth_cell_type_count = 81
ys_area_sq_um = 7150
synth_stat.cells = 865
synthTopCellsByCount = "ha_1, nand2_1, o21ai_0"
syn_area_sq_um = 7150
top_cell_area_share = 0.245

[cells_and_area]
largest_registers = "xBallReg (10), yBallReg (10)"
fillers = 1670
area_growth_pct = 17.9
final_area_sq_um = 8430
logic_area_sq_um = 5600
seq_area_sq_um = 1250
drive_above_1_share = 0.114

[grt]
grt_pass1_vias = 5923
grtUsageTotal = 0.229
grt_overflow = 0
grt_start_max_net_pins = 45
antenna_found_initial = 0
grt_pass1_wl_um = 32000

[critical_path]
cp.arrival_ns = 3.64
required_ns = 3.76
crit_type = "in2out"
startpoint_type = "primary input"
r2r_cells = 12
cp_max_fo = 4
end_kind = "output pin"

[job]
warnings = 47
cap_violations = 0

[timing]
hold_slack_ns = 0.466
untimed_endpoints = 21
fin_worst_skew_ns = 0.00776
unclocked_pins = 9
finalSetupViolCount = 0
worstMarginPinSlew_ns = 0.660
fin_crit_sh = 0.974
period_needed_ns = 4.58
hold_viol_final = 0
slew_headroom = 0.557
fmax_ghz = 0.219
drv_slew = 0

[clock_tree]
cts_inserted_buffers = 5
clkLatencyLatePin_ns = 0.30
cts_hold_buffers = 0
h-tree-depth = 2
cts_root_buffer = "clkbuf_16"
cts.path.max_buffers = 2
clkTransAtPathRegs_ns = 0.06
cts_tree = "done"

[power_and_ir_drop]
p_leak_nw = 3.99
comb_power_share = 0.225
peakVddDrop_mv = 0.150
p_per_area_nw_per_um2 = 123
p_sw_frac = 0.283
switching_power_w = 0.000293
p_seq_frac = 0.380
clkPwrFrac = 0.395
p_int_w = 0.000742

[worst_hold_path]
holdCritPathClass = "reg2reg"
worstHoldPathCells = 1

[drt]
top_layer = "met4"
vias = 6624
routedWlPerCell_um = 17.0
first_iter_violations = 360
route.antenna.remaining_nets = 0
wl_met1_um = 10200
met2WireLength_um = 8660
vias_per_cell = 5.60
route.met3.wl_um = 903
wl_um = 20100
antenna_cells = 0
dr.pass1.iters = 5
drc_errors = 0

[placed_design]
dp_hpwl_um = 16100
placed_cell_area_sq_um = 8220
io_buffers = 48
place_congestion = 0.953

[floorplan]
core-area_sq_um = 17400
fp.dieArea_sq_um = 18400
ios = 59
fp_util = 0.412
die_h_um = 136
die_width_um = 136
rows = 48
[stage by stage]
step           power (W)  utilization  setup WS [ns]  setup TNS (ns)  instances
3_5_place_dp    0.000628        0.474         0.0409               0       1174
3_3_place_gp    0.000627        0.474         0.0242               0       1174
4_1_cts          0.00104        0.483         0.0313               0       1182
2_1_floorplan   0.000534            -          0.937               0        874
6_report         0.00103        0.486          0.124               0       1183
5_1_grt          0.00109        0.486       -0.00816        -0.00816       1183
[kinds of logic after synthesis]
group | Yosys count | share of synthesized area
flip-flops | 44 | 0.155
XOR/XNOR | 70 | 0.0867
AND/OR/NAND/NOR | 274 | 0.203
other | 1 | 0.000524
AND-OR/OR-AND | 230 | 0.212
adder cells (fa/ha/maj) | 147 | 0.263
buffers and inverters | 85 | 0.0530
latches | 9 | 0.0189
multiplexers | 5 | 0.00752
[layout make-up]
cell class | count | share of cell area
clock buffers | 6 | 0.0153
repair buffers | 110 | 0.112
flip-flops and latches | 53 | 0.148
multi-input cells | 736 | 0.664
well taps | 225 | 0.0334
inverters | 51 | 0.0227
clock inverters | 2 | 0.00415
[final timing paths]
path,startpoint,endpoint,slack [ns]
max,y[5],pad1On,0.12
min,xDeltaReg[0],xDeltaReg[0],0.47
max reg2reg,yBallReg[5],xDeltaReg[1],0.96
min reg2reg,xDeltaReg[0],xDeltaReg[0],0.47
max in group asynchronous,reset,yBallReg[1],3.14
min in group asynchronous,reset,y_pad1_reg[2],1.12
[power groups by stage]
stage     Sequential [W]  Clock (W)  Combinational, W
6_report        0.000393   0.000409          0.000233
5_1_grt         0.000393   0.000435          0.000261
4_1_cts         0.000393   0.000416          0.000229
[worst max-delay path: stages]
cell and delay (ns):
clkdlybuf4s50_1 0.58, inv_1 0.09, ha_1 0.32, and4_1 0.24, a221o_1 0.31, a221oi_2 0.28, a41oi_2 0.07, o31a_1 0.29
inv_1 0.06, clkdlybuf4s50_1 0.45
[layer usage]
layer	GRT usage	up-vias
met4	0.0449	0
met5	0	-
met1	0.366	3051
met3	0.0191	27
met2	0.340	166
li1	-	3380
[cells in the final DEF, fill, tap and decap left out, types with 3 or more instances in the layout]
cell,instances
nand2b_1,7
clkbuf_16,5
clkdlybuf4s50_1,47
nand3_1,23
xnor2_1,35
nor2_1,49
o211ai_1,8
nand4_1,29
a21oi_1,53
o21a_1,8
and2_1,5
or3_1,8
o31ai_1,3
or4_1,7
mux2_2,3
and3_1,7
a211oi_1,7
nor2b_1,15
a31oi_1,11
nor4_1,14
o21ai_1,3
dfrtp_1,34
dfstp_2,8
dlxtn_1,9
xor2_1,34
o21ai_0,60
fa_1,6
ha_1,140
nand2_1,63
a21o_1,33
or2_2,4
conb_1,10
o21bai_1,5
nor3_1,20
buf_4,62
inv_2,6
and4_1,7
inv_1,44
[repair_timing]
action	CTS	global route
resized	0	12
setup buffers	0	1
endpoints found under the setup margin	0	3
hold endpoints to repair	0	0
Power is estimated from default activity; no workload was simulated.
