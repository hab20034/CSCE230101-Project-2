### flow/config.mk
export PLATFORM = sky130hd
export DESIGN_NAME = controller
export DESIGN_NICKNAME = controller
export VERILOG_FILES = /design/flow/design.v
export SDC_FILE = /design/flow/constraint.sdc
export NUM_CORES = 4
export LEC_CHECK = 1
export CORE_AREA = 10 10 111 111
export DIE_AREA = 0 0 121 121
### flow/constraint.sdc
current_design controller

set clk_period 2.2
set clk_io_pct 0.2

create_clock -name clk0 -period $clk_period [get_ports {clk}]

set non_clock_inputs [all_inputs -no_clocks]
set_input_delay [expr $clk_period * $clk_io_pct] -clock clk0 $non_clock_inputs
set_output_delay [expr $clk_period * $clk_io_pct] -clock clk0 [all_outputs]
### flow/design.v
`timescale 1ns / 1ps
module controller(
    input clk,
    input reset,
    output H,
    output V,
    output Clock_25,  
    output [9:0] x,  
    output [9:0] y,  
    output video_on  
    );
    parameter H_DISPLAY = 640;  
    parameter H_FRONT = 48; 
    parameter H_BACK = 16; 
    parameter H_SYNC = 96;  
    parameter HMAX = (H_DISPLAY + H_BACK + H_FRONT + H_SYNC) -1;  
    parameter V_DISPLAY = 480; 
    parameter V_TOP = 10; 
    parameter V_BOTTOM = 33;  
    parameter V_SYNC = 2;  
    parameter VMAX = (V_DISPLAY + V_TOP + V_BOTTOM + V_SYNC)-1 ;  
    parameter HSYNC_START = H_DISPLAY + H_BACK;
    parameter HSYNC_END = H_DISPLAY + H_BACK + H_SYNC - 1;
    parameter VSYNC_START = V_DISPLAY + V_BOTTOM;
    parameter VSYNC_END = V_DISPLAY + V_BOTTOM + V_SYNC - 1;
	reg  toggle_first, toggle_second;
	wire wire_25MHz;
always @(posedge clk or posedge reset) begin
        if (reset) begin
            toggle_first <= 0;
            toggle_second <= 0;
        end else begin
            toggle_first <= ~toggle_first;  
            if (toggle_first == 1)         
                toggle_second <= ~toggle_second;
        end
    end
    assign wire_25MHz = toggle_second;  
    reg [9:0] hCounterReg, hCountNext;  
    reg [9:0] vCountReg, vCountNext;
    reg HSYNC_REG, VSYNC_REG;
    wire HSYNC_NEXT, VSYNC_NEXT;
    always @(posedge clk or posedge reset)
        if(reset) begin
            vCountReg <= 0;
            hCounterReg <= 0;
            HSYNC_REG  <= 1'b0;
            VSYNC_REG  <= 1'b0;
        end
        else begin
            vCountReg <= vCountNext;
            hCounterReg <= hCountNext;
            HSYNC_REG  <= HSYNC_NEXT;
            VSYNC_REG  <= VSYNC_NEXT;
        end
    always @(posedge wire_25MHz or posedge reset) begin
        if(reset) begin
            hCountNext = 0;
            vCountNext = 0;
            end
        else begin
            if(hCounterReg == HMAX)begin  
                hCountNext <= 0;
            if( vCountReg == VMAX)
                vCountNext <= 0;
               else 
               vCountNext <= vCountReg + 1;
               end
            else begin
                hCountNext <= hCounterReg + 1; 
                vCountNext <= vCountReg;
                end 
                end     
  end
    assign HSYNC_NEXT = (hCounterReg >= HSYNC_START && hCounterReg <= HSYNC_END);
    assign VSYNC_NEXT = (vCountReg >= VSYNC_START && vCountReg <= VSYNC_END);
    assign video_on = (hCounterReg < H_DISPLAY) && (vCountReg < V_DISPLAY);  
    assign H = HSYNC_REG;
    assign V = VSYNC_REG;
    assign x = hCounterReg;
    assign y = vCountReg;
    assign Clock_25 = wire_25MHz;
endmodule
### flow/run.sh
#!/bin/bash
# OpenROAD 26Q1-2900-gdf79404cd8, Yosys 0.63+post, stock flow scripts
make -C /OpenROAD-flow-scripts/flow DESIGN_CONFIG=/design/flow/config.mk WORK_HOME=/design/flow/orfs finish
==> flow_summary.yaml <==
# implementation run metrics
status:
  outcome: "finished clean"
timing:
  rsz0062_at_grt: "no"
  finalSetupViolations: 0
  unclocked_pins: 20
  post-route-min-period_ns: 2.07
  hold_violations: 0
  setup_slack_ns: 0.127
  tightest_slew_ns: 0.580
  max-slew-margin-rel: 0.611
  tns_ns: 0
  finClkSkew_ns: 0.00168
  max_freq_ghz: 0.482
  slew_viol_final: 0
  finalClockPeriodUsage: 0.942
  unconstrained_endpoints: 40
  fin_hold_ws_ns: 0.442
clock_tree:
  cts_max_path_buffers: 2
  post_cts_buffers: 0
  cts_hold_buf: 0
  cts_tree: "done"
  path_clk_slew_ns: 0.09
  clk_latency_ns: 0.26
  clock-root-buffer: "clkbuf_8"
  cts_buffers: 3
  h-tree-depth: 1
  cts-resized-gates: 0
critical_path:
  crit_end: "video_on"
  worstSetupEndpointType: "output port"
  reg2regPathDepth: 4
  critPathLaunchType: "flop"
  critPathKind: "reg -> out"
  r2r-start: "vCountReg[5]"
  r2r-end: "VSYNC_REG"
  reg2reg_slack_ns: 0.86
  startpoint: "hCounterReg[8]"
  worstPathMaxFanout: 8
  arrival_ns: 1.63
  worstPathRequired_ns: 1.76
drt:
  firstDrtPassIters: 4
  vias_per_cell: 3.82
  diodes: 0
  routed-via-count: 1183
  wl_um: 3830
  ant_nets: 0
  wl_per_cell_um: 12.3
  route.detailed.drc: 0
  drt_iter0_markers: 27
final_layout:
  fillers: 1026
  finalInstanceArea_um2: 2260
  drive_gt1_frac: 0.0621
  area_delta_synth_final_pct: 24.9
logic_synthesis:
  yosysWarnings: 1
  most_common_cell: "dfrtp_1"
  edf_count: 0
  syn_area_per_cell_um2: 11.9
  syn_inst: 152
  netlist.area_leader.share: 0.609
  ys_cells: 152
  top_cells_by_area: "dfrtp_1 61%, ha_1 4.8%, nand3_1 3.0%, inv_1 2.3%, nand2_1 2.3%"
  async_flop_share: 1.00
  synthFlopType: "dfrtp_1"
  ys_chip_area_um2: 1810
  ys_seq_frac: 0.609
  synth_area_um2: 1810
  synthDistinctLibCells: 35
  top_cells_by_count: "44 x dfrtp_1, 11 x inv_1, 11 x nand2_1, 11 x nand3_1, 7 x ha_1"
  yosysTopAreaCell: "dfrtp_1"
  ys_ff: 44
placement:
  gp_congestion: 0.827
  portBuffers: 25
  placed_area_um2: 2200
  dp_slack_ns: 0.402
  dp_hpwl_um: 2750
pwr:
  vdd_drop_max_mv: 0.182
  p_total_uw: 761
  leakage_uw: 0.000968
  power_density_nw_per_um2: 337
min_path:
  min_path_type: "reg -> reg"
  whs_path_depth: 1
die:
  die_h_um: 121
  ios: 26
  core_um2: 9860
  rows: 36
  dieArea_um2: 14600
  fp_util: 0.183
  die_w_um: 121
run:
  warnings: 31
  drv_cap: 0
global_route:
  grt_max_degree: 45
  gr-usage-all-layers: 0.0518
  antenna_found_initial: 0
  gr-total-overflow: 0
  grt_pass1_wl_um: 6300
  grt_pass1_vias: 1147
## report_power, final
group / internal (uW) / total (uW) / leakage (uW) / switching (uW)
combinational: 2.83 / 17.9 / 0.000345 / 15.0
sequential: 440 / 440 / 0.000594 / 0
clock: 160 / 303 / 0.0000288 / 143
## per-stage QoR
stage | cells | util
floorplan | 152 | -
global placement | 306 | 0.223
detailed placement | 306 | 0.223
CTS | 310 | 0.229
global route | 310 | 0.229
finish | 310 | 0.229
## sequential cells by signal (all words and copies together) (netlist names)
signal and count:
toggle_second 1, vCountNext 10, hCounterReg 10, vCountReg 10
toggle_first 1, hCountNext 10, HSYNC_REG 1, VSYNC_REG 1
## worst max-delay path: stages, from the launching register on
cell and delay (ns):
dfrtp_1 0.46, o21a_1 0.22, nor3_1 0.19, clkdlybuf4s50_1 0.50
## worst min-delay path by stage
| stage | startpoint | endpoint | slack [ns] |
|---|---|---|---|
| after CTS | toggle_first | toggle_first | 0.45 |
| after global routing | toggle_first | toggle_first | 0.48 |
| final | toggle_first | toggle_first | 0.44 |
## cells by family (layout without fill, tap and decap cells)
logic type,after synthesis,in the layout,synth area share
AND/OR/NAND/NOR,49,49,0.165
XOR/XNOR,7,7,0.0339
AND-OR/OR-AND,23,23,0.0747
buffers and inverters,18,43,0.0471
adder cells (fa/ha/maj),7,7,0.0484
flip-flops,44,44,0.609
multiplexers,4,4,0.0221
## routing by layer
| metal | track usage | part of all wire |
|---|---|---|
| met4 | 0.00905 | 0.013 |
| met5 | 0 | 0 |
| met2 | 0.0844 | 0.51 |
| met1 | 0.0740 | 0.44 |
| met3 | 0.00567 | 0.044 |
## area by class of cell
| type | instances | area [um2] | share of cell area |
|---|---|---|---|
| Sequential cell | 44 | 1100 | 0.488 |
| Multi-Input combinational cell | 90 | 622 | 0.275 |
| Timing Repair Buffer | 28 | 273 | 0.121 |
| Tap cell | 133 | 166 | 0.0737 |
| Clock buffer | 4 | 55.1 | 0.0244 |
| Inverter | 11 | 41.3 | 0.0183 |
## layout by cell type, fill, tap and decap left out, types with 2 or more instances in the layout
cell type        netlist  final
nand2_1               11     11
ha_1                   7      7
xnor2_1                4      4
a21oi_1                6      6
nand4_1                3      3
and4_1                 3      3
and2_1                 2      2
nor2_1                 5      5
buf_4                  2      3
dfrtp_1               44     44
nor3_1                 2      2
clkbuf_8               0      4
a31oi_1                4      4
nand3_1               11     11
or3_1                  2      2
clkdlybuf4s50_1        0     25
mux2i_1                4      4
o22ai_1                2      2
xor2_1                 3      3
inv_1                 11     11
and3_1                 3      3
o21ai_0                3      3
o21ai_1                4      4
No activity file was given, so power comes from the tool's default toggle rates.
